File: flow/design.v
`timescale 1ns / 1ps
module Draw_Background(
    input clk_20,
    input [4:0] btn,  
    input [9:0] sw,   
    input [11:0] VGA_HORZ_COORD,
    input [11:0] VGA_VERT_COORD,
    output [3:0] VGA_Red_Grid,
    output [3:0] VGA_Green_Grid,
    output [3:0] VGA_Blue_Grid,
    output reg [1:0] state = 0
    );
    wire Condition_For_Grid = (sw[1] || btn[3]) ? 0 : {(VGA_HORZ_COORD % 80 == 0 && VGA_VERT_COORD % 8 == 0 || VGA_VERT_COORD % 64 == 0 && VGA_HORZ_COORD % 16 == 0) && (VGA_HORZ_COORD < 960)};
    wire Condition_For_Partition = btn[3] ? 0 : ((VGA_HORZ_COORD < 963) && (VGA_HORZ_COORD > 957)) || 
                                    {(VGA_HORZ_COORD > 960) && ((VGA_VERT_COORD < 683 && VGA_VERT_COORD > 677) ||
                                    (VGA_VERT_COORD < 343 && VGA_VERT_COORD > 337))};
    wire Selector_top = {(VGA_HORZ_COORD < 1270) && (VGA_HORZ_COORD > 970) && ((VGA_VERT_COORD == 10) || (VGA_VERT_COORD == 330))} ||
                            {(VGA_VERT_COORD < 330) && (VGA_VERT_COORD > 10) && ((VGA_HORZ_COORD == 970) || (VGA_HORZ_COORD == 1270))};
    wire Selector_mid = {(VGA_HORZ_COORD < 1270) && (VGA_HORZ_COORD > 970) && ((VGA_VERT_COORD == 350) || (VGA_VERT_COORD == 670))} ||
                            {(VGA_VERT_COORD < 670) && (VGA_VERT_COORD > 350) && ((VGA_HORZ_COORD == 970) || (VGA_HORZ_COORD == 1270))};
    wire Selector_low = {(VGA_HORZ_COORD < 1270) && (VGA_HORZ_COORD > 970) && ((VGA_VERT_COORD == 690) || (VGA_VERT_COORD == 1010))} ||
                            {(VGA_VERT_COORD < 1010) && (VGA_VERT_COORD > 690) && ((VGA_HORZ_COORD == 970) || (VGA_HORZ_COORD == 1270))};
    wire Condition_For_Axis = (sw[2] || btn[3]) ? 0 : (VGA_HORZ_COORD == 480) || {(VGA_VERT_COORD == 512) && (VGA_HORZ_COORD < 960)};
    wire Condition_For_Ticks = (sw[2] || btn[3]) ? 0 : ((VGA_VERT_COORD % 8 == 0 && VGA_HORZ_COORD < 485 && VGA_HORZ_COORD > 475) ||
                                    (VGA_HORZ_COORD % 16 == 0 && VGA_HORZ_COORD < 960 && VGA_VERT_COORD < 517 && VGA_VERT_COORD > 507));
    wire Selector;               
    wire center;                 
    wire up;
    wire down;
    wire right;
    pushbutton btn1 (clk_20, btn[0], center);
    pushbutton btn2 (clk_20, btn[1], up);
    pushbutton btn3 (clk_20, btn[4], down);
    pushbutton btn4 (clk_20, btn[3], right);
    reg [1:0] selection = 1;
    reg [1:0] control = 0;
    reg [1:0] temp;
    always @ (posedge clk_20) begin
        case (selection)
        1: selection = down ? 2 : {up ? 3 : 1};
        2: selection = down ? 3 : {up ? 1 : 2};
        3: selection = down ? 1 : {up ? 2 : 3};
        default: selection = 1;
        endcase
        control = center ? selection : 0;
        case (state)
        0: begin
            state = (control == 1) ? 1 :
                    {(control == 2) ? 2 :
                        {(control == 3) ? 3 : state}};
            end
        1: begin
            state = (control == 1) ? 0 :
                    {(control == 2) ? 2 :
                        {(control == 3) ? 3 : state}};
            end
        2: begin
            state = (control == 1) ? 1 :
                    {(control == 2) ? 0 :
                        {(control == 3) ? 3 : state}};
            end
        3: begin
            state = (control == 1) ? 1 :
                    {(control == 2) ? 2 :
                        {(control == 3) ? 0 : state}};
            end
        default: state = 0;
        endcase
    end
    assign Selector = btn[3] ? 0 : {(selection == 1) ? Selector_top :
                        {(selection == 2) ? Selector_mid :
                            {(selection == 3) ? Selector_low : 0}}};
    reg [3:0]background_color_red;
    reg [3:0]background_color_green;
    reg [3:0]background_color_blue;
    reg [3:0]red_color;
    reg [3:0]green_color;
    reg [3:0]blue_color;
    reg condition_red;
    reg condition_green;
    reg condition_blue;    
    always @ (*) begin
        case (sw[8:5])
                4'b0001: begin
                    background_color_red = 4'h5;
                    background_color_green = 4'h0;
                    background_color_blue = 4'h0;
                    red_color = 4'hD;
                    green_color = 4'hD;
                    blue_color = 4'hD;
                    condition_red = 0;
                    condition_green = (Condition_For_Axis || Condition_For_Ticks);
                    condition_blue = Condition_For_Grid;
                end
                5'b0010: begin
                    background_color_red = 4'h0;
                    background_color_green = 4'h5;
                    background_color_blue = 4'h0;
                    red_color = 4'hD;
                    green_color = 4'hD;
                    blue_color = 4'hD;
                    condition_red = 0;
                    condition_green = Condition_For_Grid;
                    condition_blue = (Condition_For_Axis || Condition_For_Ticks);    
                end 
                5'b0100: begin
                    background_color_red = 4'h0;
                    background_color_green = 4'h0;
                    background_color_blue = 4'h5;
                    red_color = 4'hD;
                    green_color = 4'hD;
                    blue_color = 4'hD;
                    condition_red = 0;
                    condition_green = (Condition_For_Axis || Condition_For_Ticks);
                    condition_blue = Condition_For_Grid;
                end
                5'b1000: begin
                    background_color_red = 4'h3;
                    background_color_green = 4'h3;
                    background_color_blue = 4'h3;
                    red_color = 4'hD;
                    green_color = 4'hD;
                    blue_color = 4'hD;
                    condition_red = 0;
                    condition_green = (Condition_For_Axis || Condition_For_Ticks);
                    condition_blue = Condition_For_Grid;
                end
                default: begin
                    background_color_red = 4'h0;
                    background_color_green = 4'h0;
                    background_color_blue = 4'h0;
                    red_color = 4'ha;
                    green_color = 4'hD;
                    blue_color = 4'ha;
                    condition_red = Condition_For_Grid;
                    condition_green = (Condition_For_Axis || Condition_For_Ticks || Condition_For_Grid);
                    condition_blue = Condition_For_Grid;
                end            
        endcase
    end
    assign VGA_Red_Grid   = sw[9] ? 0 : 
                                {condition_red   ? red_color :
                                    {Selector ? 4'hf : background_color_red}} ;
    assign VGA_Green_Grid = sw[9] ? 0 : 
                                {condition_green ? green_color : background_color_green} ;
    assign VGA_Blue_Grid  = sw[9] ? 0 : 
                                {condition_blue  ? blue_color  : 
                                    {Condition_For_Partition ? 4'hf : background_color_blue}} ;
endmodule
`timescale 1ns / 1ps
module dff( input clk, input D, output reg Q );
    always @ (posedge clk) begin
    Q <= D;
    end
endmodule
`timescale 1ns / 1ps
module pushbutton(    input clk_20,    input btn,    output Q    );
    wire out1;
    wire out2;
    dff f1 (clk_20, btn, out1);
    dff f2 (clk_20, out1, out2);
    assign Q = out1 & ~out2;
endmodule
File: flow/run.sh
#!/bin/bash
# OpenROAD 26Q1-2900-gdf79404cd8, Yosys 0.63+post, stock flow scripts
make -C /OpenROAD-flow-scripts/flow DESIGN_CONFIG=/design/flow/config.mk WORK_HOME=/design/flow/orfs finish
File: flow/config.mk
export PLATFORM = sky130hd
export DESIGN_NAME = Draw_Background
export DESIGN_NICKNAME = Draw_Background
export VERILOG_FILES = /design/flow/design.v
export SDC_FILE = /design/flow/constraint.sdc
export NUM_CORES = 4
export LEC_CHECK = 1
export CORE_AREA = 10 10 103 103
export DIE_AREA = 0 0 113 113
File: flow/constraint.sdc
current_design Draw_Background

set clk_period 5.4
set clk_io_pct 0.2

create_clock -name clk0 -period $clk_period [get_ports {clk_20}]

set non_clock_inputs [all_inputs -no_clocks]
set_input_delay [expr $clk_period * $clk_io_pct] -clock clk0 $non_clock_inputs
set_output_delay [expr $clk_period * $clk_io_pct] -clock clk0 [all_outputs]
==> datasheet_impl.txt <==
Table: implementation figures

Parameter                              Value

Status
  Outcome    finished, violations left
  Failing checks    negative setup slack

Critical path
  R2R cell count    8
  Number of logic stages on the critical path including buffering    17
  Crit path launch type    input pin
  Combined buffer and inverter count along the critical path    5
  Start-to-end type of the worst setup path    input pin to primary output
  Most frequent cell on the critical path    sky130_fd_sc_hd__buf_6
  Worst-path maximum fanout    6
  Crit path capture type    primary output
  CP delay by family, top    AND-OR/OR-AND gates
  Maximum single-stage delay on the critical path    between 0.4 and 0.5 ns
  Slowest cell on the critical path    sky130_fd_sc_hd__a211oi_4
  Cells along the critical path    buf_6 -> nor2_4 -> inv_2 -> ha_4 -> and4b_1 -> nor3_2 -> or3_1 -> a31o_1 -> and4_4 -> a211o_1 -> a221o_1 -> a211oi_4 -> buf_12 -> o221ai_4 -> buf_6 -> a21oi_2 -> buf_2
  Critical path data required time    about 4.3 ns
  Arrival time reported for the critical path endpoint    between 4 and 5 ns

Yosys
  Mapped Cells    around 350
  Ys cells    354
  Top area cell types    sky130_fd_sc_hd__dfxtp_1 6.6%, sky130_fd_sc_hd__a21oi_1 4.7%, sky130_fd_sc_hd__nor2_1 4.5%
  Chip area from the yosys synthesis statistics    2430 µm²
  Yosys synthesis warning count    2
  Synth async-reset ratio    0%
  Avg Inst Size Synth    about 6.9 µm²
  Count of library flops with an enable pin    2
  Count of different cell masters after synthesis    about 80
  Synth Cell Area    about 2400 µm²
  Synthesized registers    10
  Sequential fraction of the synthesis area    under 10%
  Post-synth top area cell    sky130_fd_sc_hd__dfxtp_1
  Area share of the leading cell type in the synthesized netlist    roughly 6.6%
  Post-synth top flop    sky130_fd_sc_hd__dfxtp_1

GRT
  Congestion Overflow GR    0
  Pin count of the biggest net entering global routing    21
  Vias in the first global route    ~3,100
  Number of antenna violations at the first check in global routing    0
  Aggregate global-route resource usage    12.7%
  Wire length of the first global-routing pass    approximately 14 mm

Placement
  Worst-case setup slack after placement    -0.966 ns
  Placed instance count    approximately 570
  HPWL Detailed    approximately 6.8 mm
  Area of placed instances    roughly 3600 µm²
  Routability cong.    around 0.9
  I/O Buffers    49

Timing
  Post-Route Setup TNS    -0.519 ns
  Worst-case headroom to the max-slew limit    a little over a third
  Max Transition Viols Final    0
  Final critical path time including I/O delays and setup    5.50 ns
  Upper clock frequency limit    182 MHz
  Final WS setup    -0.103 ns
  Fin Clk Skew    just under 0.0006 ns
  RSZ-0062 raised after global routing    yes
  Final tally of setup violations    8
  Count of endpoints failing hold in the final timing report    0
  Period utilization    102%
  Measured slew at the worst slew-check pin    0.953 ns

Floorplan
  Die area    12,800 µm²
  Number of primary I/O pins    between 50 and 60
  Die boundary width    about 110 µm
  Floorplan-stage core utilization    between 20% and 30%
  Die outline height    113 µm
  Row count    33
  Placeable core area    about 8300 µm²

Worst hold path
  Kind of path behind the tightest hold check    flop to flop
  Cell depth of the worst hold path    0

Clock tree
  Clock tree from TritonCTS    done
  Worst-skew pair later-pin latency    roughly 0.23 ns
  Number of buffers created by CTS    3
  Post-cts hold buffer count    0
  Max H-tree Level    1
  CTS Buffer Depth    2
  TritonCTS Sinks    10
  Clock tree root buffer cell    sky130_fd_sc_hd__clkbuf_8
  Clock slew at reported path FFs    about 0.05 ns

Finish
  Layout cells sized above 1    between 30% and 40%
  Final std cells w/o fill    a little under 600
  Most common logic cells in the final layout    99 x sky130_fd_sc_hd__buf_4, 33 x sky130_fd_sc_hd__clkdlybuf4s50_1, 29 x sky130_fd_sc_hd__nor2_1
  Share of the core filled with cells    roughly half
  Area of all placed cells without fillers    approximately 4000 µm²
  Most frequent standard cell in the layout excluding fill and tap cells    sky130_fd_sc_hd__buf_4
  Tally of filler cells in the layout    ~760
  Area Growth Syn to Fin    64.4%
  MI comb area    2290 µm²
  Flip-flop and latch area    220 µm²

Route
  Drt first-iter violations    between 100 and 150
  Antenna violation net count after detailed routing    0
  Wire length after detailed routing    8.75 mm
  Number of iterations in the first detailed-routing pass    4
  Total DRC errors in the routed layout    0
  Vias after detailed routing    3,252
  Routed len/inst    14.9 µm
  Antenna diodes    0
  Vias/cell    roughly 5.5

Run
  Count of warning messages emitted by the tools    33
  Total of max-cap violations    0

Power
  Maximum vdd drop    between 0.00015 and 0.0002 V
  Leakage Power    0.00161 µW
  Areal power density over the cells    145 nW/µm²
-- power breakdown --
group	switching, µW	total [µW]	internal, µW	leakage (µW)
clock network	26.0	89.8	63.8	0.0000288
registers	28.9	129	99.9	0.0000887
logic	170	363	192	0.00149
total	225	581	356	0.00161
-- state kept, by name, indices dropped and copies added (netlist names) --
signal,count
btn2.f1.Q,1
btn1.f2.Q,1
btn3.f2.Q,1
selection,2
btn3.f1.Q,1
btn1.f1.Q,1
state,2
btn2.f2.Q,1
-- metrics by stage --
stage	hold WS, ns	power [µW]
floorplan	0.324	306
global placement	0.330	445
detailed placement	0.332	447
CTS	0.348	566
global route	0.364	627
finish	0.350	581
-- final timing paths --
path	startpoint	endpoint	slack, ns
max	VGA_HORZ_COORD[10]	VGA_Green_Grid[3]	-0.10
min	btn2.f1.Q	btn2.f2.Q	0.35
max reg2reg	btn2.f1.Q	state[0]	3.46
min reg2reg	btn2.f1.Q	btn2.f2.Q	0.35
-- per-layer routing --
layer  part of all wire [%]  global-route usage (%)  wire length [µm]
met5                      0                       0                 0
met4                   0.83                    1.78                73
met3                    5.7                    1.71               495
met2                     46                    20.3              4000
met1                     48                    18.1              4180
-- Yosys cell counts, types with 4 or more instances --
cell                       number
sky130_fd_sc_hd__a21oi_1       23
sky130_fd_sc_hd__clkbuf_1      20
sky130_fd_sc_hd__a311oi_1       5
sky130_fd_sc_hd__a22oi_1        4
sky130_fd_sc_hd__or3_1          6
sky130_fd_sc_hd__nor2b_1        6
sky130_fd_sc_hd__nor3_1        13
sky130_fd_sc_hd__ha_1           4
sky130_fd_sc_hd__nand2b_1      11
sky130_fd_sc_hd__nor3b_1        4
sky130_fd_sc_hd__a31o_2         4
sky130_fd_sc_hd__nor4_1         6
sky130_fd_sc_hd__nand2_1       25
sky130_fd_sc_hd__or2_2          4
sky130_fd_sc_hd__buf_4          4
sky130_fd_sc_hd__dfxtp_1        8
sky130_fd_sc_hd__inv_1         16
sky130_fd_sc_hd__o21ai_0       18
sky130_fd_sc_hd__nand3b_1       4
sky130_fd_sc_hd__o211ai_1       5
sky130_fd_sc_hd__nand4_1        9
sky130_fd_sc_hd__and3_1         4
sky130_fd_sc_hd__a211oi_1       6
sky130_fd_sc_hd__nor2_1        29
sky130_fd_sc_hd__a211o_1        5
sky130_fd_sc_hd__a31oi_1        6
sky130_fd_sc_hd__nand3_1       10
sky130_fd_sc_hd__nand4b_1       5
sky130_fd_sc_hd__a21o_1         4
-- what timing repair did --
action | 4_1_cts | 5_1_grt
resized | 81 | 25
cloned | 0 | 0
setup buffers | 15 | 2
pin swaps | 34 | 20
endpoints found under the setup margin | 11 | 12
-- kinds of logic (layout without fill, tap and decap cells) --
| kind of cell | after synthesis | count (layout) | share of synthesized area (%) |
|---|---|---|---|
| multiplexers | 3 | 3 | 1.24 |
| XOR/XNOR | 5 | 5 | 1.80 |
| adder cells (fa/ha/maj) | 4 | 4 | 2.06 |
| AND-OR/OR-AND | 131 | 131 | 41.0 |
| flip-flops | 10 | 10 | 9.06 |
| buffers and inverters | 43 | 172 | 7.93 |
| AND/OR/NAND/NOR | 158 | 158 | 36.9 |
-- cell type report --
| class | count | area share [%] |
|---|---|---|
| inverter | 16 | 1.50 |
| timing repair buffer | 152 | 31.1 |
| multi-input combinational | 301 | 57.3 |
| clock buffer | 4 | 1.38 |
| sequential | 10 | 5.51 |
| tap | 105 | 3.29 |
Power and IR drop assume default switching activity.
