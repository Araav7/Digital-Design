`/design/flow/design.v`:
```
`timescale 1ns / 1ps
module Voice_Capturer(
    input CLK,                   
    input cs,                    
    input MISO,                  
    output clk_samp,             
    output reg sclk,             
    output reg [11:0]sample      
    );
    reg [11:0]count2 = 0;
    reg [11:0]temp = 0;
    initial begin
        sclk = 0;
    end
    assign clk_samp = cs;
    always @ (posedge CLK) begin
        count2 <= (cs == 0) ? count2 + 1 : 0;
        sclk <= (count2 == 50 || count2 == 100 || count2 == 150 || count2 == 200 || count2 == 250 || count2 == 300 || count2 == 350 || count2 == 400 || count2 == 450 || count2 == 500 || count2 == 550 || count2 == 600 || count2 == 650 || count2 == 700 || count2 == 750 || count2 == 800 || count2 == 850 || count2 == 900 || count2 == 950 || count2 == 1000 ||count2 == 1050 || count2 == 1100 || count2 == 1150 || count2 == 1200 || count2 == 1250 || count2 == 1300 || count2 == 1350 || count2 == 1400 || count2 == 1450 || count2 == 1500 || count2 == 1550 || count2 == 1600) ?  ~sclk  : sclk ;
    end
    always @ (negedge sclk) begin
        temp <= temp<<1 | MISO;
    end
    always @ (posedge cs) begin
        sample <= temp[11:0];
    end
endmodule
```
`/design/flow/run.sh`:
```
#!/bin/bash
# OpenROAD 26Q1-2900-gdf79404cd8, Yosys 0.63+post, stock flow scripts
make -C /OpenROAD-flow-scripts/flow DESIGN_CONFIG=/design/flow/config.mk WORK_HOME=/design/flow/orfs finish
```
`/design/flow/config.mk`:
```
export PLATFORM = sky130hd
export DESIGN_NAME = Voice_Capturer
export DESIGN_NICKNAME = Voice_Capturer
export VERILOG_FILES = /design/flow/design.v
export SDC_FILE = /design/flow/constraint.sdc
export NUM_CORES = 4
export LEC_CHECK = 1
export CORE_AREA = 10 10 102 102
export DIE_AREA = 0 0 112 112
```
`/design/flow/constraint.sdc`:
```
current_design Voice_Capturer

set clk_period 3.8
set clk_io_pct 0.2

create_clock -name clk0 -period $clk_period [get_ports {CLK}]
create_clock -name clk1 -period $clk_period [get_ports {cs}]

set non_clock_inputs [all_inputs -no_clocks]
set_input_delay [expr $clk_period * $clk_io_pct] -clock clk0 $non_clock_inputs
set_output_delay [expr $clk_period * $clk_io_pct] -clock clk0 [all_outputs]
```
==> notes.md <==
The synthesis and place-and-route flow finished, so here is a summary.

The internal portion of total power came out at 726 uW. The number of cells upsized or downsized after cts is 0. The worst slew slack as a fraction of its limit is around 47%. The adder and majority gate portion of the synthesized area came out at between 2 and 2.5%. The share of the synthesized area in the top cell type is just over 40%. Setup repair after global routing left no endpoint under its margin. The area added between synthesis and finish is 20.3%. The via total after detailed routing came out at 1424. According to the timing report, the data required time at the worst endpoint equals between 3000 and 4000 ps.

The setup TNS came out at 0 ps. The post-CTS setup repair buffer count came out at 0. The script extracted a net switching power of 219 uW. Yosys reported that registers with async set or reset make up 0%.

Global routing finished with a remaining overflow of 0. The chip area is roughly 0.013 sq mm. The final hold violation count recorded for this run is 0. The warning tally printed by Yosys for this design is 1.

The post-layout utilization of the core is approximately a quarter. According to the floorplan log, the row count is 33. The worst hold margin is approximately 82 ps. The placement report lists the number of port buffers as 15. The non-filler instance count after layout came out at approximately 300.

The reported leakage power came out at between 0.0007 and 0.0008 uW. The combined global-route utilization of all metal layers came out at roughly 6%. The combined area of the multi-input logic cells came out at 855 sq um.

For this design the ratio of total power to cell area is around 440 mW/mm^2. The initial antenna violation count is 0. The switching share of total power came out at 23.2%. The beginning of the worst register-to-register path is count2[0]. The yosys stat chip area came out at between 0.0015 and 0.002 sq mm.

For this run, design rule violations remaining after detail routing come to 0. The first-pass GRT wire length came out at 6.59 mm. The tally of unique sky130hd cells used after synthesis is 50. The main logic family after synthesis is simple AND/OR/NAND/NOR gates. The synthesized area came out at ~0.0018 sq mm.

The number of diodes came out at 0. The layout cell share with drive strength beyond 1 is between 10% and 20%. The filler cell count came out at between 800 and 900. After synthesis the netlist holds a flip-flop and latch count of 37. The portion of netlist area occupied by mux cells came out at 0.629%. The pin count of the biggest net entering global routing is 28. The commonest register cell is dfxtp_1. The clock tree skew after final layout came out at about 3.0 ps. The combinational power share came out at less than 1%. The share of power burned in registers is between 20% and 30%.

Sorting the Yosys area breakdown by cell type puts at the top dfxtp_1. The area of the core region came out at 0.00822 sq mm. The run finished with clean final reports.

The sequential-to-total area share from yosys stat is about two fifths. The area used by sequential logic in the layout came out at approximately 750 sq um. The post-synthesis instance total is ~180. The OpenROAD warning count is just over 40. For reference, the post-synthesis area per instance comes to a little under 10 sq um. The report shows a maximum critical-path fanout of 5. The via count of the first global-routing pass came to 1447. The placed instance count is approximately 280. The data arrival time of the critical path is around 2700 ps. The design draws between 900 and 1000 uW. During I/O placement, the number of pins put on the boundary was 17. The registers of the reported paths see a clock transition of approximately 50 ps.

Measured along the x axis, the die boundary spans between 100 and 150 um. The number of enable-type register cells in the synthesized netlist is 1. The wire length after detailed routing came out at between 3 and 4 mm.

The worst setup path is launched from a clock port. The first-pass iteration count of the detailed router came out at 4. The count of hold-fix buffers inserted at cts is 0. The average via count per standard cell is about 4.8.

The synthesized-area fraction occupied by xor and xnor cells came out at roughly 3.4%. The placement summary gives the final routability congestion estimate as slightly below 0.9. The number of register pins that no clock reaches came out at 12. The worst hold path begins at cs. Yosys stat counts 180 cells in the synthesized netlist. The max capacitance violation total came out at 0. The worst setup path is captured at an output pin. The maximum vdd drop came out at around 0.00032 V. The total count of max-transition violations in the final report came out at 0.

The die height came out at around 110 um. The first-iteration detailed-routing DRC count is around 150. The worst-margin pin slew is between 700 and 800 ps. The HPWL after detailed placement came out at approximately 2.4 mm.

For reference, the top cells by area after synthesis are dfxtp_1 40%, buf_6 3.8%, nand3b_1 3.4%. The number of antenna-violating nets in the routed design came out at 0. The path class of the lowest-slack min-delay path is clk2reg. The clock network fraction of design power is 70.4%. The category of the most critical setup path is clk2out. The number of unconstrained endpoints is 24. The complex-gate fraction of the synthesized area came out at 11.6%. TritonRoute output was used to compute an average wire per cell of between 10 and 15 um. The starting utilization of the core area is 21.8%. The post-synthesis simple-gate area fraction is ~30%.

Per STA, the startpoint of the critical path is cs. TritonCTS built the clock tree. The final tally of setup violations came out at 0. The reg2reg setup slack came out at 1420 ps.
[synthesized netlist by cell type (2+ instances only)]
cell and instances:
or4_1 2, nand3_1 5, buf_4 7, a2111oi_0 3, a211oi_1 2, a21oi_1 4
nand4_1 4, ha_1 3, nor4bb_1 2, buf_6 6, or3_2 2, nand3b_1 8
nor4_1 3, or4b_1 4, dfxtp_1 36, or3_1 5, clkbuf_1 2, inv_1 7
nand4bb_1 3, xor2_1 3, nor2_1 15, o21ai_0 6, nor2b_1 2, nand4b_1 6
nand2_1 6, a2111oi_1 3, nor3_1 4, xnor2_1 4, or2b_2 2
[state kept, by name, summed over array words and instances (netlist names)]
| name | count |
|---|---|
| temp | 12 |
| count2 | 12 |
| sample | 12 |
| sclk | 1 |
[critical path, cell delays in order]
cell	delay, ps
clkbuf_8	120
clkbuf_8	140
clkbuf_16	140
clkdlybuf4s50_1	400
[per-layer routing]
| layer | track usage (%) | vias to the layer above | wire [um] |
|---|---|---|---|
| met5 | 0 | - | 0 |
| met4 | 2.62 | 0 | 59 |
| met3 | 3.20 | 7 | 331 |
| met2 | 8.55 | 56 | 1770 |
| met1 | 7.40 | 672 | 1630 |
| li1 | - | 689 | - |
[cell families after synthesis]
group,Yosys count
DFF,37
AOI/OAI and AO/OA,26
and+or+nand+nor,81
adders and majority gates,3
muxes,1
buffers and inverters,25
xor gates and xnor gates,7
[power by group through the flow]
stage     Combinational (uW)  Sequential, uW  Clock [uW]
4_1_cts                0.986             279         691
5_1_grt                 1.06             278         726
6_report               0.976             279         665
[stage by stage]
stage,setup WS [ps],cell area (sq um)
global route,304,2150
global placement,773,1910
CTS,322,2150
finish,345,2150
floorplan,1040,1790
detailed placement,773,1910
[layout by cell type (no fill, tap or decap), types with 3 or more instances in the layout]
cell             count
dfxtp_1             36
nand2_1              6
nor2_1              15
nand3_1              5
o21ai_0              6
or3_1                5
nand3b_1             8
clkbuf_16            3
nor4_1               3
inv_1                7
clkbuf_8            11
ha_1                 3
a21oi_1              4
xor2_1               3
a2111oi_1            3
or4b_1               4
clkdlybuf4s50_1     15
nand4_1              4
nor3_1               4
nand4bb_1            3
a2111oi_0            3
xnor2_1              4
nand4b_1             6
[worst paths after layout]
path               endpoint  cells after the start
hold / removal    count2[4]                      3
hold reg to reg   count2[0]                      1
setup / recovery   clk_samp                      4
setup reg to reg       sclk                      7
[layout make-up]
cell class,instances,area share [%]
sequential,37,34.9
tap,105,6.10
clock buffer,17,11.3
inverter,7,1.22
timing repair buffer,14,6.51
clock inverter,1,0.233
multi-input combinational,118,39.7
Power and IR drop assume default switching activity.
