===== ./design.v =====
`timescale 1ns / 1ps
module indicator(    input CLK,    input [11:0] in,    output reg [11:0] led,  output reg [9:0] sample_max);
reg [20:0]count20;
reg [24:0]count5;
reg [20:0]reset_count;
reg my_clk20;
reg my_clk5;
reg [11:0]sample = 0;
reg a, b;
always @ (posedge CLK) begin
    count20 = (count20 == 2499) ? 0 : count20 + 1;
    count5 =(count5 == 9999999) ? 0 : count5 + 1;
    my_clk20 <= (count20 == 0) ? ~my_clk20 : my_clk20;
    my_clk5 <= (count5 == 0) ? ~my_clk5 : my_clk5;
end
always @ (posedge my_clk20) begin
    reset_count = (reset_count == 3999) ? 0 : reset_count + 1;
    sample <= (reset_count == 0) ? 0 : 
                {(in > sample) ? in : sample};
end    
always @ (posedge my_clk5) 
    begin
    sample_max = sample[9:0];
    if (sample < 2000)
        led = 12'b000000000000; 
    else if (sample < 2200)
        led = 12'b000000000001; 
    else if (sample < 2400)
        led = 12'b000000000011; 
    else if (sample < 2600)
        led = 12'b000000000111; 
    else if (sample < 2800)
        led = 12'b000000001111; 
    else if (sample < 2976)
        led = 12'b000000011111; 
    else if (sample < 3136)
        led = 12'b000000111111; 
    else if (sample < 3296)
        led = 12'b000001111111; 
    else if (sample < 3456)
        led = 12'b000011111111; 
    else if (sample < 3616)
        led = 12'b000111111111; 
    else if (sample < 3776)
        led = 12'b001111111111; 
    else if (sample < 3936)
        led = 12'b011111111111; 
    else 
        led = 12'b111111111111;
end
endmodule

===== ./run.sh =====
#!/bin/bash
# OpenROAD 26Q1-2900-gdf79404cd8, Yosys 0.63+post, stock flow scripts
make -C /OpenROAD-flow-scripts/flow DESIGN_CONFIG=/design/flow/config.mk WORK_HOME=/design/flow/orfs finish

===== ./constraint.sdc =====
current_design indicator

set clk_period 5.0
set clk_io_pct 0.2

create_clock -name clk0 -period $clk_period [get_ports {CLK}]

set non_clock_inputs [all_inputs -no_clocks]
set_input_delay [expr $clk_period * $clk_io_pct] -clock clk0 $non_clock_inputs
set_output_delay [expr $clk_period * $clk_io_pct] -clock clk0 [all_outputs]

===== ./config.mk =====
export PLATFORM = sky130hd
export DESIGN_NAME = indicator
export DESIGN_NICKNAME = indicator
export VERILOG_FILES = /design/flow/design.v
export SDC_FILE = /design/flow/constraint.sdc
export NUM_CORES = 4
export LEC_CHECK = 1
export CORE_UTILIZATION = 40

==> results_slide.txt <==
Flow Results at a Glance

Flow run
  • OpenROAD warning count: 25
  • Maxcap violations: 0

Cells and area
  • Share of post-route cells with drive strength above 1: 0.0393
  • Comb area: 2460 µm²
  • Area growth, synth to finish: 12.0%
  • Dominant logic cell type in the layout: dfxtp_1
  • Top Layout Cells: 101 x dfxtp_1, 63 x nor2_1, 43 x xnor2_1, 35 x nand3_1, 34 x clkdlybuf4s50_1
  • # fillers: 1,070
  • Flop area: 2080 µm²

Floorplanning
  • Die ar.: 12,300 µm²
  • Die Height: 111 µm
  • Row Count: 39
  • Number of I/O pins: 35
  • Core ar.: 11,500 µm²
  • Chip width: 111 µm
  • Starting Density: 0.413

Logic synthesis
  • Mapped Avg Cell Area: 9.22 µm²
  • Yosys chip area: 4740 µm²
  • Yosys reg bits: 103
  • Yosys warnings: 1
  • Ys cells: 514
  • Post-synth seq share: 0.439
  • EDFF count, synth: 2
  • Post-Synthesis Cells: 514
  • Async set-reset flop share out of synthesis: 0
  • Unique cell types: 53
  • Post-synth top flop: dfxtp_1
  • Mapped Area: 4740 µm²

Setup path
  • Arrival @ worst endpoint: 3.12 ns
  • CP top delay family: simple AND/OR/NAND/NOR gates
  • CP Max Fanout: 6
  • CP Class: reg -> reg
  • Critical-path top delay cell: or4_1
  • Buf+Inv Stages, Crit Path: 0
  • Worst stage delay on the critical path: 0.49 ns
  • Crit path cell chain: ha_1 > and3_1 > nand3_1 > nor2_1 > xor2_1 > or4_1 > or4_1 > a2111oi_2
  • Crit-path most repeated cell: or4_1
  • CP Capture Type: register
  • Req. time, crit path: 4.97 ns
  • CP Launch Type: register

Clocking
  • CTS H-tree depth: 2
  • Clk pin slew, worst setup/hold paths: 0.07 ns
  • Max Root-Sink Buffers: 2
  • Cts repair resizes: 0
  • Clk root buf: clkbuf_16
  • Clk latency late pin: 0.29 ns
  • Postcts setup bufs: 0
  • CTS tree: done
  • # hold bufs at CTS: 0
  • Cts bufs inserted: 5

STA
  • Final Setup Violations: 0
  • Register pins left without a clock: 55
  • Least-Margin Pin Slew: 0.781 ns
  • Worst setup margin: 1.85 ns
  • Final Hold Vio Count: 0
  • Setup tns final: 0 ns
  • Fin crit period: 3.15 ns
  • Tcrit/Tclk final: 0.630
  • Endpoints left unconstrained: 77
  • Achievable Freq: 317 MHz
  • Final Max Tran Viols: 0
  • Clk_skew: 0.00761 ns
  • Max_slew headroom: 0.475
  • RSZ-0062 raised after global routing: no

Global routing
  • Largest net degree at the start of global routing: 34
  • Vias in the first global route: 3,179
  • Met2 Usage GRT: 0.226
  • Total gr overflow: 0
  • Global routing usage on met3: 0.0201
  • Most used routing layer in global routing: met1
  • Initial antenna violation count: 0
  • First-pass GRT wire length: 14.8 mm
  • Met1 GRT Util: 0.229
  • All-Layer GR Usage: 0.144

Power
  • Comb pwr share: 0.042
  • VDD IR max: 200 µV
  • Clock share of power: 0.445
  • Net switching power: 0.158 mW
  • P_leak: 2.08 nW
  • Flop pwr share: 0.512
  • Pwr Density: 141 nW/µm²
  • Sw frac: 0.211
  • Internal power: 0.593 mW

Route
  • Antenna cell count: 0
  • Routed wire per std cell: 12.3 µm
  • Via count: 3,489
  • ANT nets after route: 0
  • Vias per cell: 5.15
  • DRT Pass-1 Iters: 4
  • 1st-iter DRT viols: 86
  • Total Wirelength: 8.32 mm
  • DRC errors left: 0

Placement
  • GP Congestion: 0.878
  • Port bufs: 34
  • HPWL after DPL: 6.34 mm
  • Post-place setup slack: 1.86 ns

Run status
  • Status: finished, final reports clean

Worst hold path
  • Hold WC Path Type: reg -> reg
-- final timing paths --
kind	from	end	slack, ns	cells past startpoint
max	count5[0]	my_clk5	1.85	8
min	count5[0]	count5[0]	0.48	1
max reg2reg	count5[0]	my_clk5	1.85	8
min reg2reg	count5[0]	count5[0]	0.48	1
-- layer usage --
layer  vias to the layer above  part of all wire
li1                       1845                 -
met1                      1597              0.52
met2                        43              0.45
met3                         4             0.023
met4                         0            0.0053
met5                         -                 0
-- cell families (layout without fill, tap and decap cells) --
kind of cell | count (synthesis) | in the layout | synth area share
muxes | 13 | 13 | 0.0274
and+or+nand+nor | 219 | 219 | 0.249
buffers and inverters | 44 | 65 | 0.0417
adders and majority gates | 15 | 15 | 0.0396
DFF | 103 | 103 | 0.439
xor gates and xnor gates | 70 | 70 | 0.129
AOI/OAI and AO/OA | 50 | 50 | 0.0736
-- state kept, by name (all words and copies together) (netlist names) --
name,flops
count5,25
count20,21
reset_count,21
led,12
sample,12
sample_max,10
my_clk20,1
my_clk5,1
-- area by class of cell --
class,count,share of cell area
repair buffers,37,0.0683
well taps,143,0.0337
multi-input cells,367,0.464
inverters,20,0.0141
clock inverters,3,0.00448
flip-flops and latches,103,0.392
clock buffers,5,0.0236
-- worst register-to-register path, delay by kind of cell, from the launching register on --
family	cells	cell delay, ns
xor+xnor	1	0.14
simple gates	5	1.68
flops	1	0.39
fa+ha+maj	1	0.26
compound gates	1	0.36
-- power by group through the flow --
stage         Sequential, mW  Combinational (mW)  Clock, mW
CTS                    0.385              0.0321      0.346
global route           0.385              0.0356      0.365
finish                 0.385              0.0318      0.334
-- stage by stage --
stage | instances | util | hold slack (ns) | power [mW] | instance area [µm²]
floorplan | 514 | - | 0.437 | 0.411 | 4740
global placement | 670 | 0.450 | 0.465 | 0.426 | 5160
detailed placement | 670 | 0.450 | 0.460 | 0.425 | 5160
CTS | 678 | 0.463 | 0.479 | 0.762 | 5310
global route | 678 | 0.463 | 0.502 | 0.785 | 5310
finish | 678 | 0.463 | 0.476 | 0.751 | 5310
-- synth_stat cells (6+ instances only) --
| library cell | instances | area (µm²) |
|---|---|---|
| a21oi_1 | 9 | 45.0 |
| a31oi_1 | 7 | 43.8 |
| and3_1 | 17 | 106 |
| and4_1 | 6 | 52.6 |
| clkbuf_1 | 15 | 56.3 |
| dfxtp_1 | 101 | 2020 |
| ha_1 | 15 | 188 |
| inv_1 | 20 | 75.1 |
| mux2i_1 | 13 | 130 |
| nand2_1 | 24 | 90.1 |
| nand3_1 | 35 | 175 |
| nand4_1 | 16 | 100 |
| nor2_1 | 63 | 236 |
| nor2b_1 | 6 | 37.5 |
| nor3_1 | 17 | 85.1 |
| nor4_1 | 7 | 43.8 |
| o21ai_0 | 7 | 35.0 |
| xnor2_1 | 43 | 377 |
| xor2_1 | 27 | 236 |
Power is estimated from default activity; no workload was simulated.
